$ cat config.mk
export PLATFORM = sky130hd
export DESIGN_NAME = Segmentos7
export DESIGN_NICKNAME = Segmentos7
export VERILOG_FILES = /design/flow/design.v
export SDC_FILE = /design/flow/constraint.sdc
export NUM_CORES = 4
export LEC_CHECK = 1
export CORE_AREA = 10 10 70 70
export DIE_AREA = 0 0 80 80
$ cat design.v
module Segmentos7
 (input sb3,
  input sb2,
  input	sb1,
  input	sb0,
  output	sa,
  output	sb,
  output	sc,
  output	sd,
  output	se,
  output	sf,
  output	sg);
	wire nsb3, nsb2, nsb1, nsb0;
	not(nsb3, sb3);
    not(nsb2, sb2);
    not(nsb1, sb1);
    not(nsb0, sb0);
	wire auxA0, auxA1, auxA2, auxA3;	
	and(auxA0, sb3, nsb2, sb1, sb0);
	and(auxA1, nsb3, nsb2, nsb1, sb0);
	and(auxA2, nsb3, sb2, nsb1, nsb0);
	and(auxA3, sb3, sb2, nsb1, sb0);
	nor(sa, auxA0, auxA1, auxA2, auxA3);
	wire auxB0, auxB1, auxB2, auxB3;
	and(auxB0, sb3, sb1, sb0);
	and(auxB1, nsb3, sb2, nsb1, sb0);
	and(auxB2, sb2, sb1, nsb0);
	and(auxB3, sb3, sb2, nsb0);
	nor(sb, auxB0, auxB1, auxB2, auxB3);
	wire auxC0, auxC1, auxC2;
	and(auxC0, sb3, sb2, sb1);
	and(auxC1, nsb3, nsb2, sb1, nsb0);
	and(auxC2, sb3, sb2, nsb0);
	nor(sc, auxC0, auxC1, auxC2);
	wire auxD0, auxD1, auxD2, auxD3;
	and(auxD0, sb2, sb1, sb0);
	and(auxD1, nsb3, nsb2, nsb1, sb0);
	and(auxD2, nsb3, sb2, nsb1, nsb0);
	and(auxD3, sb3, nsb2, sb1, nsb0);
	nor(sd, auxD0, auxD1, auxD2, auxD3);
	wire auxE0, auxE1, auxE2;
	and(auxE0, nsb2, nsb1, sb0);
	and(auxE1, nsb3, sb2, nsb1);
	and(auxE2, nsb3, sb0);
	nor(se, auxE0, auxE1, auxE2);	
	wire auxF0, auxF1, auxF2, auxF3;
	and(auxF0, nsb3, nsb2, sb0);
	and(auxF1, nsb3, nsb2, sb1);
	and(auxF2, nsb3, sb1, sb0);
	and(auxF3, sb3, sb2, nsb1, sb0);
	nor(sf, auxF0, auxF1, auxF2, auxF3);
	wire auxG0, auxG1, auxG2;
	and(auxG0, nsb3, sb2, sb1, sb0);
	and(auxG1, sb3, sb2, nsb1, nsb0);
	and(auxG2, nsb3, nsb2, nsb1);
	nor(sg, auxG0, auxG1, auxG2);
endmodule
$ cat run.sh
#!/bin/bash
# OpenROAD 26Q1-2900-gdf79404cd8, Yosys 0.63+post, stock flow scripts
make -C /OpenROAD-flow-scripts/flow DESIGN_CONFIG=/design/flow/config.mk WORK_HOME=/design/flow/orfs finish
$ cat constraint.sdc
current_design Segmentos7

set clk_period 2.1
set clk_io_pct 0.2

create_clock -name clk0 -period $clk_period

set non_clock_inputs [all_inputs -no_clocks]
set_input_delay [expr $clk_period * $clk_io_pct] -clock clk0 $non_clock_inputs
set_output_delay [expr $clk_period * $clk_io_pct] -clock clk0 [all_outputs]
==> changes_impl.md <==
### Metrics

- Status: completed
- DRC violations left: 0
- Top logic cells by instance count in the layout: 10 x buf_4, 6 x dlygate4sd2_1, 4 x a21oi_1
- Slew margin rel.: about 85%
- Vias in the first global route: 292
- Top delay family on crit path: buffers and inverters
- First-pass GRT wire length: 1400 microns
- Final period util: 97.35%
- Seq_cells: 0
- Initial antenna violation count: 0
- Largest net degree at the start of global routing: 12
- Worst Path Arrival: between 1.5 and 2 ns
- MaxCap Viol Count: 0
- Post-DP Area: 450.4 sq um
- Unrepaired setup endpoints after global routing: no
- Placement row count: 21
- Placeable Area: 3416 sq um
- Worst setup margin: 0.05569 ns
- Port Buffers: 11
- Design area: 447.9 sq um
- Gr usage total: 2.609%
- Post-route ant nets: 0
- Final Hold Vio Count: 0
- CP max stage delay: 0.49 ns
- Post-DP HPWL: 684 microns
- Crit path time final: 2.044 ns
- Setup CP Type: in -> out
- Setup TNS: 0 ns
- Hold WC Path Type: in -> out
- Synth Seq Share: 0%
- CP max FO: 4
- Pre-CTS setup slack: -0.4586 ns
- Syn. warnings: 0
- Endpoints failing setup: 0
- Cell breakdown of the critical path: dlygate4sd2_1 -> maj3_2 -> a21oi_2 -> clkdlybuf4s50_1
- CP startpoint kind: input pin
- Netlist Area Pre-Place: 229.0 sq um
- DR iter-0 viols: 2
- Share of cells above drive strength 1: 41.51%
- VDD IR max: 46.57 uV
- Die X: 80 microns
- P&R area growth vs syn: 95.63%
- Number of logged tool warnings: 32
- Via density: 3.030
- Total Wirelength: 802 microns
- CP endpoint kind: output port
- Post-Syn Area per Cell: around 6.7 sq um
- Antenna cells: 0
- I/O pin cnt: 11
- Clkbuf count: 0
- Top cell excl fill/tap: buf_4
- Lkg Pwr: 0.1880 nW
- Via count: 300
- Total gr overflow: 0
- Slowest-stage cell, CP: clkdlybuf4s50_1
- Total Power: 0.07655 mW
- Worst path required time: 1.68 ns
- Post-CTS setup buffers: 0
- GPL Wtd Cong: between 0.7 and 0.8
- Max Transition Viols Final: 0
- Mapped Cells: 34
- Core Util at FP: 6.703%
- Number of cells in Yosys stat: 34
- FF+latch area: 0 sq um
- Fin util: 13.11%
- Full die area: 6400 sq um
- Drt pass-1 iters: 4
- Fmax: 0.4892 GHz
- Die height: ~80 microns
- Power Dens Cells: 170.9 nW/um^2
- Hold-fix buffers, CTS: 0
- Synthesis area per yosys: 229.0 sq um
- CP Buf/Inv Count: 2
- Synth cell types: 25
- Routed length per placed instance: 8.101 microns
- Worst Tran Pin Value: 0.2268 ns
## Yosys cell counts
library cell,number,area (sq um)
or4b_1,1,10.01
nor4_1,1,6.260
nand4b_1,1,8.760
buf_4,1,7.510
or3_4,1,11.26
nor3b_2,1,12.51
a21oi_1,4,20.02
nand3_2,1,10.01
o21ai_0,2,10.01
buf_2,2,10.01
nand2_1,3,11.26
inv_2,1,3.750
xor2_1,1,8.760
o31ai_2,1,12.51
buf_6,1,11.26
maj3_2,1,11.26
o21ai_1,1,5.000
a21o_1,1,7.510
nor2_1,3,11.26
or3b_1,1,8.760
a31oi_1,1,6.260
nand2b_1,1,6.260
inv_1,1,3.750
and3_1,1,6.260
a21oi_2,1,8.760
## tightest hold or removal path, cell delays in order
cell	delay, ns
buf_2	0.18
a31oi_1	0.10
dlygate4sd2_1	0.24
## layout make-up
cell class | instances | area (sq um)
Tap cell | 46 | 57.56
Multi-Input combinational cell | 28 | 198.9
Timing Repair Buffer | 23 | 183.9
Fill cell | 405 | 2968
Inverter | 2 | 7.507
## path summary, 6_finish.rpt
check,from,end,slack [ns],cells past startpoint
max,sb0,sf,0.06,4
min,sb2,sc,1.36,3
## logic make-up (layout without fill, tap and decap cells)
kind of cell | Yosys count | count (layout) | synth area share, %
buffers and inverters | 6 | 25 | 15.84
AND/OR/NAND/NOR | 15 | 15 | 44.81
AND-OR/OR-AND | 11 | 11 | 30.60
XOR/XNOR | 1 | 1 | 3.826
adder cells (fa/ha/maj) | 1 | 1 | 4.918
## power by group
group | switching [mW] | internal (mW)
Sequential | 0 | 0
Combinational | 0.0309 | 0.0457
Clock | 0 | 0
Total | 0.0309 | 0.0457
## per-stage QoR
step | std cells | hold WS, ns
2_1_floorplan | 34 | 0.9346
3_3_place_gp | 98 | 1.986
3_5_place_dp | 98 | 1.975
4_1_cts | 99 | 1.373
5_1_grt | 99 | 1.427
6_report | 99 | 1.361
## what timing repair did
item / in CTS / in global routing
gates cloned: 1 / 0
pin swaps: 0 / 2
endpoints found under the hold margin: 0 / 0
endpoints found under the setup margin: 7 / 3
resized: 17 / 3
## layer usage
metal	vias to the layer above	track usage [%]	wire length [microns]
met5	-	0	0
met4	0	0	0
met3	0	0.5682	46
met2	6	4.334	357
met1	134	3.560	397
li1	160	-	-
Power and IR drop assume default switching activity.
