==> design/flow/config.mk <==
export PLATFORM = sky130hd
export DESIGN_NAME = decod4x16
export DESIGN_NICKNAME = decod4x16
export VERILOG_FILES = /design/flow/design.v
export SDC_FILE = /design/flow/constraint.sdc
export NUM_CORES = 4
export LEC_CHECK = 1
export CORE_AREA = 10 10 70 70
export DIE_AREA = 0 0 80 80
==> design/flow/constraint.sdc <==
current_design decod4x16

set clk_period 1.0
set clk_io_pct 0.2

create_clock -name clk0 -period $clk_period

set non_clock_inputs [all_inputs -no_clocks]
set_input_delay [expr $clk_period * $clk_io_pct] -clock clk0 $non_clock_inputs
set_output_delay [expr $clk_period * $clk_io_pct] -clock clk0 [all_outputs]
==> design/flow/design.v <==
module decod4x16(input [3:0]e, output [15:0]s);
	wire [3:0]ne;
	not(ne[0],e[0]);
	not(ne[1],e[1]);
	not(ne[2],e[2]);
	not(ne[3],e[3]);
	and(s[0],	ne[3], 	ne[2], 	ne[1], 	ne[0]);
	and(s[1], 	ne[3], 	ne[2], 	ne[1], 	e[0]);
	and(s[2], 	ne[3], 	ne[2], 	e[1], 	ne[0]);
	and(s[3], 	ne[3], 	ne[2], 	e[1], 	e[0]);
	and(s[4], 	ne[3], 	e[2], 	ne[1], 	ne[0]);
	and(s[5], 	ne[3],	e[2], 	ne[1], 	e[0]);
	and(s[6], 	ne[3], 	e[2], 	e[1], 	ne[0]);
	and(s[7], 	ne[3], 	e[2], 	e[1], 	e[0]);
	and(s[8], 	e[3], 	ne[2], 	ne[1], 	ne[0]);
	and(s[9], 	e[3],	ne[2], 	ne[1], 	e[0]);
	and(s[10],	e[3], 	ne[2], 	e[1], 	ne[0]);
	and(s[11],	e[3], 	ne[2], 	e[1], 	e[0]);
	and(s[12],	e[3], 	e[2], 	ne[1], 	ne[0]);
	and(s[13],	e[3], 	e[2], 	ne[1], 	e[0]);
	and(s[14],	e[3], 	e[2], 	e[1], 	ne[0]);
	and(s[15],	e[3], 	e[2], 	e[1], 	e[0]);
endmodule 
==> design/flow/run.sh <==
#!/bin/bash
# OpenROAD 26Q1-2900-gdf79404cd8, Yosys 0.63+post, stock flow scripts
make -C /OpenROAD-flow-scripts/flow DESIGN_CONFIG=/design/flow/config.mk WORK_HOME=/design/flow/orfs finish
==> Slide: Implementation Results <==
Synthesis and Place & Route Summary

Run status
  – Outcome: finished with violations
  – Failing checks: negative setup slack

Flow run
  – OpenROAD warning count: 34
  – Maxcap violations: 0

Clock tree
  – Hold-fix buffers, CTS: 0

Setup path
  – Setup crit start kind: primary input
  – CP Data Arrival Time: 930 ps
  – CP Max Fanout: 5
  – Crit path kind: in -> out
  – Crit end category: primary output
  – Crit path required time: 800 ps

STA
  – Final setup viols: 15
  – Final Max Tran Viols: 0
  – Final period util: 1.131
  – Max Fclk: 884.1 MHz
  – RSZ-0062 raised after global routing: true
  – Hold Vio Cnt, Final: 0
  – Worst slew pin tran: 175.5 ps
  – Post-route worst setup slack: -131.0 ps
  – Hold Slack: 766.4 ps
  – Final min period: 1131 ps
  – Relative slew slack: 0.8825

Route
  – DRC Markers: 0
  – First-pass DRT Iterations: 3
  – Number of DRC markers in iteration 0: 7
  – Post-DRT Antenna Nets: 0
  – Post-Route WL: 1.208 mm
  – Drt wl/cell: 11.96 microns
  – Via Count: 337
  – Ant diodes: 0
  – Via density: 3.337

Synth
  – Cell count after synthesis: 20
  – Yosys warning tally: 0
  – Distinct lib cells used: 7
  – Synth Seq Share: 0
  – Yosys Instances: 20
  – Yosys chip area: 276.5 sq um
  – Mapped cell area: 276.5 sq um
  – Syn Area/Cell: 13.83 sq um

Floorplanning
  – # rows: 21
  – I/O pins: 20
  – Chip area: 6400 sq um
  – Die W: 80 microns
  – Core ar.: 3416 sq um
  – Die height: 80 microns
  – Core Util at FP: 0.08095

Finish
  – Share of layout cells above drive strength 1: 0.8364
  – Seq_cells: 0
  – Final core occ: 0.2158
  – Fillers: 377
  – # clk buffers: 0
  – Sequential cell area: 0 sq um
  – Cell Count, Final, Fillers Out: 101
  – Layout area overhead: 166.5%
  – Post-route cell area: 737.0 sq um

GRT
  – Global-route wire length before repair: about 1.8 mm
  – Largest net degree at the start of global routing: 11
  – Initial antenna violation count: 0
  – GRT overflow: 0
  – Vias in the first global route: 316
  – GR Util All Layers: 0.03348

Place
  – Port buffer count: 20
  – Gpl congestion: ~0.69
  – DP Area: 576.8 sq um
  – Post-Place Setup Slack: -807.2 ps
  – Placed cell count: 87

Pwr
  – Highest ir drop seen on vdd: approximately 0.12 mV
  – Leak: 0.3601 nW
  – Cell Pwr Density: between 300 and 400 nW/um^2

Min path
  – Hold crit path type: in -> out
-- stage by stage --
stage / total power [W] / TNS (ps)
5_1_grt: 0.0002712 / -1724
6_report: 0.0002563 / -1233
3_5_place_dp: 0.0001611 / -12350
4_1_cts: 0.0002327 / -823.6
2_1_floorplan: 0.00007160 / 0
3_3_place_gp: 0.0001605 / -12270
-- power by group --
group / switching [W] / internal [W] / total (W)
logic: 0.0000845 / 0.000172 / 0.000256
clock network: 0 / 0 / 0
registers: 0 / 0 / 0
total: 0.0000845 / 0.000172 / 0.000256
-- cell type report --
type,instances,area (sq um),area share
repair buffers,39,439.2,0.5959
multi-input cells,16,240.2,0.3260
well taps,46,57.56,0.07810
-- cells by family after synthesis --
family,after synthesis,share of synthesized area
AND/OR/NAND/NOR,16,0.8371
buffers and inverters,4,0.1629
-- worst max-delay path, stage by stage --
cell,delay [ps]
buf_12,110
buf_12,120
buf_8,120
nor4b_4,250
buf_2,130
-- per-layer routing --
metal  global-route usage  vias to the layer above  part of all wire
met1              0.05274                      153              0.55
met3              0.02273                        0              0.14
met2              0.03612                       22              0.31
li1                     -                      162                 -
met5                    0                        -                 0
met4                    0                        0                 0
-- worst paths after layout --
check                 cells past startpoint    end  startpoint
worst max-delay path                      5   s[8]        e[2]
worst min-delay path                      3  s[13]        e[1]
-- placed cells by master, fill, tap and decap left out, drive strengths merged --
master,n
and4,1
and4b,4
and4bb,6
buf,39
nor4,1
nor4b,4
-- cells in the mapped netlist --
library cell	n	area, sq um
and4_1	1	8.760
and4b_1	4	40.04
and4bb_1	4	50.05
and4bb_2	2	25.02
buf_6	4	45.04
nor4_2	1	12.51
nor4b_4	4	95.09
-- repair_timing --
item,CTS,global route
endpoints found under the setup margin,16,11
buffers inserted,7,4
pin swaps,8,4
resized,84,8
gates cloned,3,0
Power and IR drop assume default switching activity.
