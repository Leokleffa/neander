[design/flow/constraint.sdc]
current_design adder8

set clk_period 4.3
set clk_io_pct 0.2

create_clock -name clk0 -period $clk_period

set non_clock_inputs [all_inputs -no_clocks]
set_input_delay [expr $clk_period * $clk_io_pct] -clock clk0 $non_clock_inputs
set_output_delay [expr $clk_period * $clk_io_pct] -clock clk0 [all_outputs]
[design/flow/design.v]
module adder8(input	[7:0]a, input	[7:0]b, output	[7:0]S, output co);
	wire [6:0]Aco;
	half_adder Hadder(  .a(a[0]), .b(b[0]), .s(S[0]), .cout(Aco[0]));
	full_adder adder1(.a(a[1]), .b(b[1]), .cin(Aco[0]), .s(S[1]), .cout(Aco[1]));
	full_adder adder2(.a(a[2]), .b(b[2]), .cin(Aco[1]), .s(S[2]), .cout(Aco[2]));
	full_adder adder3(.a(a[3]), .b(b[3]), .cin(Aco[2]), .s(S[3]), .cout(Aco[3]));
	full_adder adder4(.a(a[4]), .b(b[4]), .cin(Aco[3]), .s(S[4]), .cout(Aco[4]));
	full_adder adder5(.a(a[5]), .b(b[5]), .cin(Aco[4]), .s(S[5]), .cout(Aco[5]));
	full_adder adder6(.a(a[6]), .b(b[6]), .cin(Aco[5]), .s(S[6]), .cout(Aco[6]));
	full_adder adder7(.a(a[7]), .b(b[7]), .cin(Aco[6]), .s(S[7]), .cout(co));
endmodule
module full_adder (input a, input b, input cin, output cout, output s);
    wire and1, and2, and3;
    xor(s, a, b, cin);
    and(and3, a, b);
    and(and1, a, cin);
    and(and2, b, cin);
    or(cout, and1, and2, and3);
endmodule
module half_adder (
input	a,
input	b,
output	cout,
output	s);
    xor(s, a, b);
    and(cout, a, b);
endmodule
[design/flow/config.mk]
export PLATFORM = sky130hd
export DESIGN_NAME = adder8
export DESIGN_NICKNAME = adder8
export VERILOG_FILES = /design/flow/design.v
export SDC_FILE = /design/flow/constraint.sdc
export NUM_CORES = 4
export LEC_CHECK = 1
export CORE_AREA = 10 10 70 70
export DIE_AREA = 0 0 80 80
[design/flow/run.sh]
#!/bin/bash
# OpenROAD 26Q1-2900-gdf79404cd8, Yosys 0.63+post, stock flow scripts
make -C /OpenROAD-flow-scripts/flow DESIGN_CONFIG=/design/flow/config.mk WORK_HOME=/design/flow/orfs finish
==> results.toml <==
# implementation run metrics
[status]
status = "complete, but fails checks"
violations = "setup timing"

[critical_path]
arrival_ns = 3.76
crit_path_max_fanout = 1
cp-start-kind = "input pin"
endpoint_kind = "output pin"
cp.required_ns = 3.44
worst-setup-path-type = "in -> out"

[timing]
setup_tns_ns = -0.389
period_minus_slack_ns = 4.62
period_used_pct = 108
worstMarginPinSlew_ns = 0.100
setup-violations-final = 2
hold_viol = 0
relSlewSlack_pct = 93.3
hold_ws_ns = 2.35
fmax_mhz = 216
finalWorstSetupSlack_ns = -0.325
slew_viol_final = 0
rsz0062_at_grt = "true"

[cells_and_area]
fin_area_um2 = 490
regArea_um2 = 0
clkbuf_count = 0
ff_count = 0
final_cell_count_no_fill = 84
fillers = 396
layout-area-overhead-vs-synth_pct = 112
layout-drive-gt1-share_pct = 42.1

[synthesis]
synth.top_cell.area_share_pct = 60.5
synth_cell_types = 4
adder_share_pct = 65.9
synthCells = 21
mux_area_share_pct = 0
xor_area_share_pct = 0
synth_chip_area_um2 = 231
synth.avg_cell_area_um2 = 11.0
ys_seq_share_pct = 0
ys_sh_simple_pct = 0
syn_area_um2 = 231
ys_sh_aoi_pct = 0
top_logic_kind = "adder cells"
ys_warn_count = 0
ys_cells = 21
largest_area_cell = "fa_1"
topCellsByArea = "fa_1 61%, buf_4 26%, inv_1 8.1%"

[placed_design]
hpwl_um = 684
place_congestion = 0.827
io_buffers = 25
placed_cell_area_um2 = 492
dp.cells = 84

[pwr]
pwr-share-clk_pct = 0
comb_power_share_pct = 100.0
irDropWorstVdd_uv = 35.4
seqPwrFrac_pct = 0
sw_frac_of_total_pct = 28.5
p_leak_nw = 0.183
powerDensity_mw_per_mm2 = 110
p_switching_uw = 15.4
p_int_uw = 38.7

[drt]
detail-route-antenna-nets = 0
drtIter0Drc = 0
dr.pass1.iters = 1
via_per_inst = 2.25
antenna_cells = 0
vias = 189
drc = 0
routed_wl_um = 674
wl_per_cell_um = 8.02

[job]
warnings = 35
max_cap_violations = 0

[global_route]
grt_util_met2_pct = 2.33
grt_use_met3_pct = 1.14
grt_pass1_vias = 214
grt_overflow = 0
grt_max_degree = 2
gr-usage-met1_pct = 3.23
grt.busiest_layer = "met1"
grt_pass1_wl_um = 1030
grtUsageTotal_pct = 2.02
grt_antenna_before_repair = 0

[clock_tree]
post_cts_buffers = 0
cts_hold_buf = 0

[hold_path]
hp-class = "in -> out"

[floorplanning]
die_height_um = 80
ios = 25
fp_util_pct = 6.78
rows = 21
core_mm2 = 0.00342
die_area_mm2 = 0.00640
fp.dieW_um = 80
cell usage after synthesis:
library cell and n:
ha_1 1, buf_4 8, fa_1 7, inv_1 5
worst max-delay path, stage by stage:
cell and delay [ns]:
buf_6 0.10, ha_4 0.15, fa_2 0.33, fa_2 0.34, fa_2 0.34, fa_2 0.35, fa_2 0.34, fa_2 0.34
inv_2 0.06, fa_2 0.42, inv_2 0.05, buf_2 0.08
final cells by class:
cell class         instances  area, µm²  share of cell area [%]
repair buffers            25        231                    47.2
multi-input cells          8        183                    37.2
well taps                 46       57.6                    11.7
inverters                  5       18.8                    3.83
per-layer routing:
metal | up-vias | part of all wire, %
met2 | 23 | 27
met3 | 0 | 23
met1 | 81 | 50
li1 | 85 | -
met4 | 0 | 0
met5 | - | 0
metrics by stage:
| step | power [mW] | worst slack (ns) | utilization [%] |
|---|---|---|---|
| after CTS | 0.0567 | -0.529 | 14.5 |
| final | 0.0541 | -0.325 | 14.4 |
| after detailed placement | 0.0604 | -1.12 | 14.4 |
| after global placement | 0.0603 | -1.12 | 14.4 |
| after floorplan | 0.0285 | -0.245 | - |
| after global routing | 0.0621 | -0.441 | 14.4 |
final timing paths:
path	cells after the start	end	slack, ns	start
setup / recovery	12	S[7]	-0.32	a[0]
hold / removal	3	S[0]	2.35	b[0]
power groups by stage:
stage | sequential [mW] | combinational (mW) | clock, mW
4_1_cts | 0 | 0.0567 | 0
5_1_grt | 0 | 0.0621 | 0
6_report | 0 | 0.0541 | 0
cell usage in the layout (no fill, tap or decap):
cell type / count
clkdlybuf4s50_1: 17
fa_2: 7
inv_1: 3
buf_2: 3
inv_2: 2
buf_6: 2
ha_4: 1
clkdlybuf4s15_1: 1
clkbuf_2: 1
dlygate4sd2_1: 1
what timing repair did:
item	CTS	global route
endpoints found under the setup margin	5	4
pin swaps	8	8
resized	26	3
logic make-up (layout without fill, tap and decap cells):
logic type / Yosys count / in the layout
adders and majority gates: 8 / 8
buffers and inverters: 13 / 30
Power and IR drop assume default switching activity.
